$ cat design/flow/run.sh
#!/bin/bash
# OpenROAD 26Q1-2900-gdf79404cd8, Yosys 0.63+post, stock flow scripts
make -C /OpenROAD-flow-scripts/flow DESIGN_CONFIG=/design/flow/config.mk WORK_HOME=/design/flow/orfs finish
$ cat design/flow/config.mk
export PLATFORM = sky130hd
export DESIGN_NAME = ALU
export DESIGN_NICKNAME = ALU
export VERILOG_FILES = /design/flow/design.v
export SDC_FILE = /design/flow/constraint.sdc
export NUM_CORES = 4
export LEC_CHECK = 1
export CORE_UTILIZATION = 40
$ cat design/flow/constraint.sdc
current_design ALU

set clk_period 23.5
set clk_io_pct 0.2

create_clock -name clk0 -period $clk_period

set non_clock_inputs [all_inputs -no_clocks]
set_input_delay [expr $clk_period * $clk_io_pct] -clock clk0 $non_clock_inputs
set_output_delay [expr $clk_period * $clk_io_pct] -clock clk0 [all_outputs]
$ cat design/flow/design.v
module ALU
(
  input [3:0] ALU_op,  
  input [31:0] A,
  input [31:0] B,
  output reg [31:0] ALU_Result
);
    localparam ADD  = 4'b0000;
    localparam SUB  = 4'b0001;
    localparam AND  = 4'b0010;
    localparam OR   = 4'b0011;
    localparam XOR  = 4'b0100;
    localparam SLL  = 4'b0101;
    localparam SRL  = 4'b0110;
    localparam SRA  = 4'b0111;
    localparam SLT  = 4'b1000;
    localparam SLTU = 4'b1001;
    localparam LUI  = 4'b1010;
    localparam AUIPC= 4'b1011;
    always @(*) begin
            case (ALU_op)
                ADD:    ALU_Result = A + B;
                SUB:    ALU_Result = A - B;
                AND:    ALU_Result = A & B;
                OR:     ALU_Result = A | B;
                XOR:    ALU_Result = A ^ B;
                SLL:    ALU_Result = A << (B[4:0]);
                SRL:    ALU_Result = A >> (B[4:0]);
                SRA:    ALU_Result = $signed(A) >>> (B[4:0]);  
                SLT:    ALU_Result = ($signed(A) < $signed(B)) ? 32'd1 : 32'd0;
                SLTU:   ALU_Result = (A < B) ? 32'd1 : 32'd0;
                LUI:    ALU_Result = {B[31:12], 12'd0};
                AUIPC:  ALU_Result = A + {B[31:12], 12'd0};
                default: ALU_Result = 32'd0;
            endcase
    end
endmodule
==> run notes <==
Implementation summary

The number of warnings in the stage logs is 103. The final wirelength is 49000 um. By area the synthesized netlist is led by ha_1, a21oi_1, nor2_1. The startpoint class of the critical path is an input port. The first-pass GRT wire length is 72590 um. By startpoint and endpoint, the worst setup path is classified as in -> out. The utilization after layout is 45.36%. The instance tally after logic synthesis is 1434.

The count of endpoints failing setup in the final report is 0. The total of max-cap violations is 0. Counting endpoints that fail hold in the final report gives 0. According to the floorplan log, the row count is 55. After detailed placement, the design holds a cell count of 1740. The report puts the hold buffer count at CTS at 0. Summed over all layers, the global routing overflow is 0.

The fill cell instance count of the final layout is 2395. Max-slew check failures listed in the final report amount to 0. The fraction of synthesized cell area taken by the top area cell type is 13.95%. The most area-hungry cell type in the Yosys netlist is ha_1. Once the clock tree was built, the resizer swapped 0 gates to a different size. The number of cells in the yosys synthesis report is 1434. The floorplan step records an initial core utilization of 40.80%.

The worst path required time is 18.80 ns. The die extent in y is 154.0 um. Per the detail_route report, DRC violations left total 0. The worst endpoint data arrival time is 8.97 ns.

The smallest hold slack is 10.58 ns. The launch point of the worst min-delay path is recorded as B[0]. For this run, the register share of the synthesized area comes to 0%. The number of distinct library cells after synthesis is 89.

The part of the cycle the worst path needs is 58.19%. For this block, the via count after detailed routing is 11915. The minimum clock period after layout is 13.67 ns. The flow ran to the end, and the final reports show no timing, DRC or antenna violations. Per the layout area report, the combinational gate area comes to 8329 sq um. Post-synthesis, Yosys gives the total cell area as 9236 sq um. The number of standard cells in the layout, taps in and fillers out is 1740. The cell area that synthesis handed to floorplanning was 9236 sq um. A synthesized cell averages 6.441 sq um. The initial antenna violation count is 2.

Total global-route track usage over all layers is 41.58%. In this run the count of I/O pins placed on the die edge is 100. The final layout contains a sequential cell count of 0. The upper clock frequency limit is 0.07313 GHz.

The area of the core is 22640 sq um. Clock buffers in the final layout number 0. The area growth from synthesis to layout is 11.19%. The wire length per cell is 28.16 um. The layout cell share with drive strength beyond 1 is 6.117%. The remaining antenna violation count is 0. The total setup buffers inserted after CTS is 0. The width of the chip is 154.0 um. Counting the warning lines in the Yosys log gives 1. The setup slack of the critical path after layout is 9.826 ns. Per the detail_route report, inserted antenna diodes total 0.

The number of iterations in the first detailed-routing pass is 6. The total negative slack for setup checks is 0 ns. Setup repair after global routing left no endpoint under its margin. Counting instances, the worst hold path has a depth of 5. The placement summary gives the final routability congestion estimate as 1.089. Logged for this run, the post-placement worst setup slack is 9.942 ns.

Per the slew report, the remaining headroom to the max-slew limit stands at 39.16%. The worst supply voltage drop on vdd is 0.00001346 V. For the pin with the worst max-slew slack, the measured transition is 0.9057 ns. Entering global routing, the biggest net connects 66 pins. The number of port buffers is 100. The maximum fanout encountered on the critical timing path is 33. The routed via count divided by cell count is 6.848. The type of the most critical hold path is in -> out. The number of global-route vias before repair is 11105. The overall die size recorded for this design is 23700 sq um. The leakage power figure is 4.197 nW. The half-perimeter wire length after placement is 38430 um. Hold analysis lists the worst path endpoint as ALU_Result[13]. Registers take 0 sq um.

Total power normalized to cell area comes to 26.00 nW/um^2. The worst setup path is captured at an output port. The violation count after the first detailed-route iteration is 1563.
worst max-delay path by stage:
stage | from | end | cells after the start | slack, ns
CTS | A[1] | ALU_Result[27] | 14 | 9.94
global route | A[11] | ALU_Result[29] | 14 | 9.57
finish | B[4] | ALU_Result[28] | 15 | 9.83
kinds of logic (layout without fill, tap and decap cells):
family | count (synthesis) | count (layout) | share of synthesized area, %
AOI/OAI and AO/OA | 606 | 606 | 43.59
and+or+nand+nor | 431 | 431 | 20.86
muxes | 69 | 69 | 9.754
xor gates and xnor gates | 12 | 12 | 1.138
adders and majority gates | 106 | 106 | 14.60
buffers and inverters | 210 | 231 | 10.05
Yosys cell counts, types with 12 or more instances:
master,instances
o21ai_0,121
ha_1,103
nor2b_1,12
nand2b_1,24
o221ai_1,12
buf_1,15
inv_1,98
xnor2_1,12
nor3_1,28
mux4_2,16
o22ai_1,30
nand2_1,132
a22oi_1,20
nor2_1,162
a21oi_1,149
buf_2,30
o21ai_1,34
o2111ai_1,14
a211oi_1,26
nand3_1,27
o211ai_1,33
o21bai_1,19
clkbuf_1,46
mux2i_1,45
a21o_1,17
a221oi_1,33
per-stage QoR:
step	total power [mW]	cell area (sq um)
6_report	0.2670	10270
5_1_grt	0.2856	10270
4_1_cts	0.2589	10270
3_5_place_dp	0.2574	10270
3_3_place_gp	0.2601	10270
2_1_floorplan	0.1556	9236
cell type report:
type | instances | share of cell area [%]
tap | 285 | 3.472
inverter | 102 | 3.728
timing repair buffer | 129 | 11.70
multi-input combinational | 1224 | 81.10
cell usage in the layout, fill, tap and decap left out, types with 26 or more instances in the layout:
cell,synthesis,layout
a211oi_1,26,26
nor2_1,162,162
mux2i_1,45,45
nand3_1,27,27
ha_1,103,103
inv_1,98,98
o21ai_0,121,121
buf_4,9,30
o211ai_1,33,33
o21ai_1,34,34
o22ai_1,30,30
clkdlybuf4s50_1,0,96
a21oi_1,149,149
nand2_1,132,132
a221oi_1,33,33
worst max-delay path: stages:
cell and delay [ns]:
clkdlybuf4s50_1 0.45, buf_4 0.37, inv_1 0.12, ha_1 0.50, and3_1 0.23, a221oi_2 0.10
o21bai_1 0.17, a21oi_2 0.12, o31ai_4 0.54, nand4b_1 0.28, o31ai_1 0.27, nand2_1 0.08
a311oi_1 0.48, o21ai_1 0.13, clkdlybuf4s50_1 0.42
layer usage:
| metal | track usage, % | routed length, um |
|---|---|---|
| met5 | 0 | 22 |
| met2 | 59.44 | 20060 |
| met3 | 9.618 | 5809 |
| met4 | 10.95 | 1577 |
| met1 | 62.24 | 21540 |
where the power goes:
part	leakage, nW	switching, mW	internal, mW
clock	0	0	0
sequential	0	0	0
combinational	4.20	0.169	0.0980
Power and IR drop assume default switching activity.
